==> /design/flow/config.mk <==
export PLATFORM = sky130hd
export DESIGN_NAME = move_control
export DESIGN_NICKNAME = move_control
export VERILOG_FILES = /design/flow/design.v
export SDC_FILE = /design/flow/constraint.sdc
export NUM_CORES = 4
export LEC_CHECK = 1
export CORE_UTILIZATION = 30
==> /design/flow/constraint.sdc <==
current_design move_control

set clk_period 5.5
set clk_io_pct 0.2

create_clock -name clk0 -period $clk_period [get_ports {clk}]

set non_clock_inputs [all_inputs -no_clocks]
set_input_delay [expr $clk_period * $clk_io_pct] -clock clk0 $non_clock_inputs
set_output_delay [expr $clk_period * $clk_io_pct] -clock clk0 [all_outputs]
==> /design/flow/design.v <==
module move_control(
	input wire clk, n_reset,
	input reg [11:0] width,
	input reg [11:0] length,
	input reg [7:0] initial_addr_r,
	input reg [7:0] initial_addr_w,
	input reg start_move,
	input reg start_write,
	input reg start_i_read,
	input reg start_9_read,
	input reg load_initial,
	output reg [7:0] addr_r,
	output reg [7:0] addr_w,
	output reg [1:0]direction,  
	output reg all_done, 
	output reg move_done,
	output reg load_done  
);
   reg 		    next_move_done, next_all_done, next_load_done, next_9_done, next_i_done, next_w_done;
   reg		    n_done, i_done, w_done;
   reg [3:0] 	    count9, next_count9;
   reg [1:0] 	    count, next_count;
   reg [11:0]	    rx, ry, wx, wy;
   reg [7:0] 	   next_addr_r, next_addr_w;
   reg [11:0]	   next_rx, next_ry, next_wx, next_wy;
   reg [1:0] 	   next_direction;
always_ff @ (negedge n_reset, posedge clk)
     begin 
	if (n_reset == 0)
	  begin
	     addr_r <= 0;
	     addr_w <= 0;
	     rx <= 0;
	     ry <= 0;
	     wx <= 0;
	     wy <= 0;
	     direction <= 2'b00;  
	     all_done <= 0;
	     move_done <= 0;
   	     load_done <= 0;
	     count <= 0;
	     count9 <= 0;
	     n_done <= 0;
	     i_done <= 0;
	     w_done <= 0;	     
	  end
	else
	  begin
	     addr_r <= next_addr_r;
	     addr_w <= next_addr_w;
	     rx <= next_rx;
	     ry <= next_ry;
	     wx <= next_wx;
	     wy <= next_wy;
	     direction <= next_direction;
	     all_done <= next_all_done;
	     move_done <= next_move_done;
	     load_done <= next_load_done;
	     count <= next_count;
	     count9 <= next_count9;
	     n_done <= next_9_done;
	     i_done <= next_i_done;
	     w_done <= next_w_done;	     
	  end
	end
always_comb
	begin
	   next_rx = rx;
	   next_ry = ry;
	   next_wx = wx;
	   next_wy = wy;
	   next_addr_r = addr_r;
	   next_addr_w = addr_w;
	   next_all_done = all_done;	   
	   next_move_done = move_done;
	   next_direction = direction;
	   next_load_done = load_done;
	   next_count = count;
	   next_count9 = count9;
	   next_9_done = n_done;
	   next_i_done = i_done;
	   next_w_done = w_done;
	   if (load_initial == 1)
		begin
		   next_addr_r = initial_addr_r;
		   next_addr_w = initial_addr_w;
		   next_rx = 1;
		   next_ry = 1;
		   next_wx = 1;
		   next_wy = 1;
		   next_all_done = 0;
		   next_move_done = 0;
		   next_direction = 2'b01;
		   next_load_done = 1;
		   next_count = 0;
		   next_count9 = 0;
		   next_9_done = 0;
		   next_i_done = 0;
		   next_w_done = 0;		   
		end 
	   if (start_move == 1 && !move_done && !all_done)
		begin	   
		if (wy == (width - 2) && direction == 2'b11)
			begin
			   next_all_done = 1;
			end		   
		else if (wx == 2 && direction == 2'b10)
			begin
			   next_direction = 2'b11;
			end
		else if (wx == (length - 1) && direction == 2'b01)
			begin
			   next_direction = 2'b11;
			end
		else if (wx == 1 && direction == 2'b11)
			begin
			   next_direction = 2'b01;
			   next_wx = 2;
			end
		else if (wx == (length) && direction == 2'b11)
			begin
			   next_direction = 2'b10;
			   next_wx = length - 1;
			end
		end  
	   if (start_write && !w_done && !all_done)
	 	begin
		if (direction == 2'b01)  
			begin			   
			   next_addr_w = addr_w + 1;
			   next_wx = wx + 1;
			   next_w_done = 1;		      
			end
		else if (direction == 2'b10)
			begin
			   next_addr_w = addr_w - 1;
			   next_wx = wx - 1;
			   next_w_done = 1;
			end
		else if (direction == 2'b11)
			begin
			   next_addr_w = addr_w + length;
			   next_wy = wy + 1'b1;
			   if (wx == (length - 1))
			     begin
				next_wx = length;
			     end
			   else if (wx == 2)
			     begin
				next_wx = 1;
			     end
			   next_w_done = 1;
			end
		end			
	   if (start_i_read && !i_done && !all_done)
		begin
		if (direction == 2'b01)  
		  begin  
		     next_rx = rx + 1;
		     if (count == 0)
		       begin						   
			  next_addr_r = addr_r + 1;
		       end
		     else if (count == 1)
		       begin						   
			  next_addr_r = addr_r + length;
		       end
		     else if (count == 2)
		       begin						   
			  next_addr_r = addr_r + length;
		       end
		     else if (count == 3)
		       begin
			  next_addr_r = addr_r - length - length;
		       end
		     next_count = count + 1'b1;
		     next_i_done = 1;
		  end
		else if (direction == 2'b10)  
		  begin
		     next_rx = rx - 1;
		     if (count == 0)
		       begin						   
			  next_addr_r = addr_r - 1;
		       end
		     else if (count == 1)
		       begin						   
			  next_addr_r = addr_r + length;
		       end
		     else if (count == 2)
		       begin						   
			  next_addr_r = addr_r + length;
		       end
		     else if (count == 3)
		       begin
			  next_addr_r = addr_r - length - length;
		       end
		     next_count = count + 1'b1;
		     next_i_done = 1;
		  end  
		else if (direction == 2'b11)
		  begin
		     next_ry = ry + 1'b1;		     
		     if (count == 0)
		       begin
			  if (wx == 2)
			    begin
			       next_addr_r = addr_r + length + length + length;
			    end
			  else if (wx == (length - 1))
			    begin
			       next_addr_r = addr_r + length + length + length - 2;
			    end			       
		       end
		     else if (count == 1)
		       begin						   
			  next_addr_r = addr_r + 1;
		       end
		     else if (count == 2)
		       begin						   
			  next_addr_r = addr_r + 1;
		       end
		     else if (count == 3)
		       begin
			  if (wx == 2)
			    begin
			       next_addr_r = addr_r - length - length;
			    end
			  else if (wx == (length - 1))
			    begin
			       next_addr_r = addr_r - 2 - length - length;
			    end
		       end  
		     next_count = count + 1'b1;
		     next_i_done = 1; 	     			 
		  end  
		  if (count == 3)
		    begin
		       next_count = 0;
		    end		   
		end
	   if (start_9_read && !n_done && !all_done)
		begin
		   if (count9 == 0)
		     begin
			next_addr_r = addr_r;
		     end		   
		   else if (count9 == 1)
		     begin
			next_addr_r = addr_r + 1;
		     end
		   else if (count9 == 2)
		     begin
			next_addr_r = addr_r + 1;
		     end
		   else if (count9 == 3)
		     begin
			next_addr_r = addr_r + length - 2;
		     end
		   else if (count9 == 4)
		     begin
			next_addr_r = addr_r + 1;
		     end
		   else if (count9 == 5)
		     begin
			next_addr_r = addr_r + 1;
		     end
		   else if (count9 == 6)
		     begin
			next_addr_r = addr_r + length - 2;
		     end
		   else if (count9 == 7)
		     begin
			next_addr_r = addr_r + 1;
		     end
		   else if (count9 == 8)
		     begin
			next_addr_r = addr_r + 1;
			next_rx = 3;
			next_ry = 3;
		     end
		   next_count9 = count9 + 1'b1;
		   next_9_done = 1;
		   if (count9 == 9)
		     begin
			next_addr_r = addr_r - length - length;
		     end   
		end  
	   if (n_done == 1 && start_9_read == 1)
	     begin
		next_9_done = 0;
	     end
	   if (move_done == 1 && start_move == 1)
	     begin
	     	next_move_done = 0;
	     end
	   if (w_done == 1 && start_write == 1)
	     begin
	     	next_w_done = 0;
	     end
	   if (i_done == 1 && start_i_read == 1)
	     begin
	     	next_i_done = 0;
	     end
	end  
endmodule
==> /design/flow/run.sh <==
#!/bin/bash
# OpenROAD 26Q1-2900-gdf79404cd8, Yosys 0.63+post, stock flow scripts
make -C /OpenROAD-flow-scripts/flow DESIGN_CONFIG=/design/flow/config.mk WORK_HOME=/design/flow/orfs finish
==> results.rst <==
Implementation results
======================

.. list-table::
   :header-rows: 1

   * - Metric
     - Value
   * - Result of the run
     - finished clean
   * - Core Footprint
     - 28200 um2
   * - RSZ-0062 raised after global routing
     - false
   * - Combined area of all synthesized cells
     - a little under 9000 um2
   * - Leakage power
     - 3.90 nW
   * - Most used flip-flop cell
     - sky130_fd_sc_hd__dfrtp_1
   * - WP data arrival
     - 5120 ps
   * - Maximum number of pins on one net before global-route repair
     - 55
   * - Worst slew slack as a fraction of its limit
     - between 40% and 50%
   * - I/O Pins
     - 68
   * - H-Tree Level Count
     - 2
   * - Number of buffers added by the clock tree synthesis step
     - 5
   * - Post-detail-place hpwl
     - 23.3 mm
   * - Number of buffers on the longest clock path
     - 2
   * - Final setup violation count
     - 0
   * - Yosys simple share
     - between 20% and 30%
   * - Grt ovf
     - 0
   * - Die X
     - 172 um
   * - Yosys aoi share
     - 28.8%
   * - Number of buffers inserted for hold repair after clock tree synthesis
     - 0
   * - Final hold slack
     - approximately 480 ps
   * - Std cell rows
     - slightly above 60
   * - WL final
     - 30.7 mm
   * - Final hold violations
     - 0
   * - Endpoint required time on the critical path
     - 5750 ps
   * - Most instantiated logic cell after routing
     - sky130_fd_sc_hd__nor2_1
   * - Number of warnings reported in the yosys synthesis log
     - 1
   * - Setup repair bufs after CTS
     - 0
   * - Peak VDD IR
     - 152 uV
   * - Post-cts resize count
     - 0
   * - Routability Congestion
     - about 0.96
   * - Number of buffers added on ports
     - 66
   * - Post-synth EDFFs
     - 0
   * - Cell area power density
     - ~430 nW/um2
   * - Crit start category
     - input pin
   * - Final period utilization
     - about 89%
   * - Crit Reg-Reg Startpoint
     - addr_r[0]$_DFFE_PN0P_
   * - Total number of vias
     - 8985
   * - Fmax
     - 205 MHz
   * - Prevailing logic family in the synthesized netlist
     - AND-OR/OR-AND gates
   * - Layout cells sized above 1
     - approximately 7.1%
   * - Slowest cell on the critical path
     - sky130_fd_sc_hd__clkdlybuf4s50_1
   * - Area of the die
     - 29700 um2
   * - Worst Min Path Start
     - load_done$_DFFE_PN0P_
   * - Final Max-Slew Violation Tally
     - 0
   * - FFs w/ async S/R, synth
     - 100%
   * - Cell repeated most along the worst path
     - sky130_fd_sc_hd__ha_1
   * - Crit. End Element
     - flop
   * - List of cells traversed by the critical path
     - clkdlybuf4s50_1, ha_1, a211oi_1, nor2_1, or2_2, ha_1, inv_1, ha_1, a21o_1, a21oi_1, o21bai_1, a21oi_1, xnor2_1, xnor2_1, a31o_2, o211ai_1, o211a_1
   * - Critical path type
     - in -> reg
   * - Clock Latency Late Sink
     - 310 ps
   * - Share of the core filled with cells
     - 34.8%
   * - Class of the tightest hold or removal check
     - reg -> reg
   * - CTS Root Cell
     - sky130_fd_sc_hd__clkbuf_16
   * - Area of all placed cells without fillers
     - 9790 um2
   * - CP Max Fanout
     - 6
   * - Mux contribution to synthesized area
     - 4.30%
   * - First-pass GRT wire length
     - 48.6 mm
   * - Top library cells by usage in the layout, fill and taps aside
     - sky130_fd_sc_hd__nor2_1 (101), sky130_fd_sc_hd__a21oi_1 (97), sky130_fd_sc_hd__nand2_1 (87), sky130_fd_sc_hd__o21ai_0 (78), sky130_fd_sc_hd__xnor2_1 (70)
   * - TritonCTS clock tree
     - yes
   * - Drt drc
     - 0
   * - Antenna Nets Post-Route
     - 0
   * - Iteration tally of the first detailed-router pass
     - 5
   * - Die outline height
     - 172 um
   * - Share of the synthesized netlist area taken by xor and xnor gates
     - between 10% and 20%
   * - FP Util
     - 30.9%
   * - Routed wire per std cell
     - 19.6 um
   * - Placement Cell Area
     - 9620 um2
   * - Post-route setup TNS
     - 0 ps
   * - Fill count
     - ~2900
   * - Crit-path max cell delay
     - 670 ps
   * - Number of maximum-capacitance violations
     - 0
   * - Final critical-path required period
     - 4870 ps
   * - Beginning of the critical path
     - length[1]
   * - Number of global-route vias before repair
     - 8389
   * - Number of diodes added for antenna fixing
     - 0
   * - Placed Instances
     - 1552
   * - P&R area growth vs syn
     - 12.6%
   * - Cell total in the yosys stat output
     - 1168
   * - Average cell area after synthesis
     - 7.45 um2
   * - Number of standard cells in the layout, taps in and fillers out
     - 1560
   * - Total routing resource utilization after global routing
     - 21.6%
   * - Worst Max-Slew Pin Slew
     - approximately 900 ps
   * - Dominant delay contributor by cell family on the critical path
     - AND-OR/OR-AND gates
   * - Final clock skew
     - 7.77 ps
   * - Arithmetic-cell share of the synthesized area counting full adders, half adders and majority gates
     - under 10%
   * - Via/cell ratio
     - between 5 and 6
   * - Number of antenna violations at the first check in global routing
     - 0
   * - Chip Area, Yosys
     - 8700 um2
   * - Synth unique cells
     - roughly 94
   * - Tally of OpenROAD warnings
     - 42
   * - Clock sink total
     - roughly 53
   * - Detailed Route Iter0 Violations
     - just over 800
   * - Sequential element share of the synthesized area
     - 15.3%
   * - Clock slew at the register clock pins of the worst setup and hold paths
     - about 80 ps
   * - Number of standard cells after synthesis
     - 1168
   * - Worst path bufs/invs
     - 2
   * - Synth Register Bits
     - around 53
## logic make-up after synthesis
group / after synthesis
compound gates: 378
xor+xnor: 120
simple gates: 377
buf+inv: 141
fa+ha+maj: 64
mux: 34
other cells: 1
flops: 53
## final cells by class
| type | instances | area (um2) | area share [%] |
|---|---|---|---|
| Clock buffer | 5 | 125 | 1.28 |
| Clock inverter | 3 | 43.8 | 0.447 |
| Inverter | 55 | 206 | 2.11 |
| Multi-Input combinational cell | 974 | 6770 | 69.1 |
| Sequential cell | 53 | 1330 | 13.6 |
| Tap cell | 378 | 473 | 4.83 |
| Timing Repair Buffer | 92 | 846 | 8.64 |
## worst register-to-register path: stages, from the launching register on
cell	delay [ps]
sky130_fd_sc_hd__dfrtp_1	590
sky130_fd_sc_hd__ha_1	340
sky130_fd_sc_hd__fa_1	410
sky130_fd_sc_hd__a21o_1	170
sky130_fd_sc_hd__a21oi_1	290
sky130_fd_sc_hd__xnor2_1	180
sky130_fd_sc_hd__inv_1	110
sky130_fd_sc_hd__ha_1	300
sky130_fd_sc_hd__inv_1	70
sky130_fd_sc_hd__ha_1	340
sky130_fd_sc_hd__a21oi_1	230
sky130_fd_sc_hd__o21bai_1	100
sky130_fd_sc_hd__a21oi_1	170
sky130_fd_sc_hd__xnor2_1	150
sky130_fd_sc_hd__xnor2_1	100
sky130_fd_sc_hd__a31o_2	250
sky130_fd_sc_hd__o211ai_1	180
sky130_fd_sc_hd__o211a_1	170
## state kept, by name, indices dropped and copies added, names as in the netlist
register	flops
count9	4
wy	12
i_done	1
direction	2
addr_r	8
addr_w	8
wx	12
all_done	1
n_done	1
load_done	1
count	2
w_done	1
## metal layers
metal / routed length [um] / GRT usage, % / share of wire (%)
met2: 13500 / 33.0 / 44
met1: 13500 / 30.8 / 44
met4: 818 / 5.16 / 2.7
met5: 0 / 0 / 0
met3: 2830 / 5.24 / 9.2
## power by group
part / internal [W] / leakage, nW / switching (W)
Combinational: 0.00128 / 3.15 / 0.00182
Clock: 0.000217 / 0.0842 / 0.000177
Sequential: 0.000459 / 0.670 / 0.000235
## path summary, 6_finish.rpt
kind                       slack (ps)                endpoint  cells after the start
setup / recovery                  630   addr_r[7]$_DFFE_PN0P_                     17
hold reg to reg                   480   load_done$_DFFE_PN0P_                      1
setup reg to reg                 1290   addr_r[7]$_DFFE_PN0P_                     17
hold / removal                    480   load_done$_DFFE_PN0P_                      1
min in group asynchronous         670     addr_w[6]$_DFF_PN0_                      1
max in group asynchronous        3890  direction[1]$_DFF_PN0_                      2
## cells in the mapped netlist (6+ instances only)
master | instances | area [um2]
sky130_fd_sc_hd__ha_1 | 58 | 726
sky130_fd_sc_hd__clkbuf_1 | 53 | 199
sky130_fd_sc_hd__a22oi_1 | 15 | 113
sky130_fd_sc_hd__nand3b_1 | 8 | 60.1
sky130_fd_sc_hd__nor3_1 | 22 | 110
sky130_fd_sc_hd__dfrtp_1 | 53 | 1330
sky130_fd_sc_hd__xor2_1 | 46 | 403
sky130_fd_sc_hd__nand4_1 | 8 | 50.1
sky130_fd_sc_hd__a211oi_1 | 14 | 105
sky130_fd_sc_hd__nand2_1 | 87 | 327
sky130_fd_sc_hd__o211ai_1 | 21 | 158
sky130_fd_sc_hd__or4_1 | 6 | 45.0
sky130_fd_sc_hd__a31oi_1 | 15 | 93.8
sky130_fd_sc_hd__o21ai_0 | 78 | 390
sky130_fd_sc_hd__o21bai_1 | 10 | 75.1
sky130_fd_sc_hd__buf_1 | 9 | 33.8
sky130_fd_sc_hd__a221o_1 | 6 | 60.1
sky130_fd_sc_hd__a311oi_1 | 8 | 70.1
sky130_fd_sc_hd__nand3_1 | 44 | 220
sky130_fd_sc_hd__a221oi_1 | 7 | 61.3
sky130_fd_sc_hd__nor2b_1 | 9 | 56.3
sky130_fd_sc_hd__mux2i_1 | 19 | 190
sky130_fd_sc_hd__a21o_1 | 16 | 120
sky130_fd_sc_hd__and3_1 | 18 | 113
sky130_fd_sc_hd__o22a_1 | 9 | 78.8
sky130_fd_sc_hd__inv_1 | 54 | 203
sky130_fd_sc_hd__or2_2 | 10 | 62.6
sky130_fd_sc_hd__nand2b_1 | 12 | 75.1
sky130_fd_sc_hd__o22ai_1 | 20 | 125
sky130_fd_sc_hd__o2111ai_1 | 7 | 61.3
sky130_fd_sc_hd__mux2_2 | 13 | 146
sky130_fd_sc_hd__nor4_1 | 11 | 68.8
sky130_fd_sc_hd__a21oi_1 | 97 | 485
sky130_fd_sc_hd__nor2_1 | 101 | 379
sky130_fd_sc_hd__buf_2 | 15 | 75.1
sky130_fd_sc_hd__and2_1 | 9 | 56.3
sky130_fd_sc_hd__xnor2_1 | 70 | 613
sky130_fd_sc_hd__o221ai_1 | 7 | 61.3
## stage by stage
step,worst slack (ps),total power (W)
floorplan,1120,0.00279
global placement,372,0.00375
detailed placement,327,0.00371
CTS,625,0.00414
global route,382,0.00456
finish,626,0.00419
Power and IR drop assume default switching activity.
