===== flow/run.sh =====
#!/bin/bash
# OpenROAD 26Q1-2900-gdf79404cd8, Yosys 0.63+post, stock flow scripts
make -C /OpenROAD-flow-scripts/flow DESIGN_CONFIG=/design/flow/config.mk WORK_HOME=/design/flow/orfs finish

===== flow/config.mk =====
export PLATFORM = sky130hd
export DESIGN_NAME = ahb_master
export DESIGN_NICKNAME = ahb_master
export VERILOG_FILES = /design/flow/design.v
export SDC_FILE = /design/flow/constraint.sdc
export NUM_CORES = 4
export LEC_CHECK = 1
export CORE_AREA = 10 10 76 76
export DIE_AREA = 0 0 86 86
export SYNTH_HDL_FRONTEND = slang

===== flow/constraint.sdc =====
current_design ahb_master

set clk_period 1.0
set clk_io_pct 0.2

create_clock -name clk0 -period $clk_period [get_ports {HCLK}]

set non_clock_inputs [all_inputs -no_clocks]
set_input_delay [expr $clk_period * $clk_io_pct] -clock clk0 $non_clock_inputs
set_output_delay [expr $clk_period * $clk_io_pct] -clock clk0 [all_outputs]

===== flow/design.v =====
module ahb_master
(
	input reg 	  hresp,
	input reg 	  hready,
	input reg [31:0]  hrdata,
	input wire 	  HRESET,
	input wire 	  HCLK,
	output reg [31:0] haddr,
	output reg 	  hwrite,
	output reg [2:0]  hsize,
	output reg [31:0] hwdata,
	 input reg [7:0] data_w,
	 input reg [1:0] instruction,
	 input reg [7:0] addr_r,
	 input reg [7:0] addr_w,
	 output reg [7:0] data_r,
	 output reg busy
);
	reg [31:0] next_haddr;
	reg next_hwrite;
	reg next_hsize;
	reg [31:0] next_hwdata;
	reg [31:0] next_rdata;
   reg 		   rdata;
	always_ff @ (posedge HCLK, negedge HRESET)
	begin
		if (!HRESET)
		begin
			haddr <= 0;
			hwrite <= 0;
			hsize <= 0;
			hwdata <= 0;
			rdata <= 0;		
		end
		else
		begin
			haddr <= next_haddr;
			hwrite <= next_hwrite;
			hsize <= next_hsize;
			hwdata <= next_hwdata;
			rdata <= next_rdata;
			if (!hready)
			begin
				hwdata <= hwdata;
				rdata <= rdata;
			end
		end		
	end
	always_comb
	begin
		if (instruction == 2'b10)  
		begin
			next_hwrite = 1;
			next_hsize = 3'b000; 
			next_haddr = addr_w;
			next_hwdata = data_w;
			if (!hready)
			begin
				next_haddr = haddr;
				next_hwdata = hwdata;
			end
		end
		else if (instruction == 2'b01) 
		begin
			next_hwrite = 0;
			next_hsize = 3'b000; 
			next_haddr = addr_r;
			next_rdata = hrdata;
			next_hwdata = 0;
			if (!hready)
			begin
				next_haddr = haddr;
				next_rdata = rdata;
			end
		end
		else
		begin
			next_hwrite = 0;
			next_hsize = 3'b000;
			next_haddr = 0;
			next_hwdata = 0;
		end
	end
endmodule

==> job_summary.md <==
### Metrics collected by this job

| Metric | Value |
|---|---|
| FF+latch area | 425.4 sq um |
| Final Cell Area | 1663 sq um |
| Pwr dens | 992.5 nW/um^2 |
| Peak supply drop | 0.0004259 V |
| CTS tree | yes |
| Port Buffers | 45 |
| Top Layout Cells | conb_1 (60), clkdlybuf4s50_1 (26), dfrtp_1 (17), buf_2 (17), mux2i_1 (16) |
| Max-Cap Viols | 0 |
| Crit end category | output pin |
| Reg-to-reg endpoint | haddr[4] |
| Pre-Repair DR Iteration Count | 3 |
| Chip area line of the yosys report | 1292 sq um |
| Worst Setup Start Kind | register |
| Hold slack | 0.2916 ns |
| Gr ovfl total | 0 |
| Dominant delay contributor by cell family on the critical path | flip-flops |
| Final cycle utilization of the critical path | 96.14% |
| Vias | 906 |
| Total CTS buffers | 3 |
| RSZ-0062 raised after global routing | yes |
| Starting density of the core | 31.41% |
| Final Hold Vio Count | 0 |
| Worst Path Required | 0.80 ns |
| Critical Path Slowest Stage Cell | dfrtp_1 |
| Flops after synth | 17 |
| # Cells Yosys | 136 |
| Largest net degree at the start of global routing | 18 |
| Skew final | 0 ns |
| Seq/Total Area, Yosys | 32.91% |
| Critical path arrival | 0.76 ns |
| Post-route ant nets | 0 |
| Die H | 86 um |
| Setup Viol. Count Final | 0 |
| Worst-path clk slew | 0.06 ns |
| Routability congestion estimate | 0.7585 |
| Chip area | 7396 sq um |
| Synth Cell Area | 1292 sq um |
| Final worst path period need | 0.9614 ns |
| Rows | 23 |
| HP Class | primary input to asynchronous set/reset pin |
| Post-DP HPWL | 2694 um |
| Detailed Route WL | 3270 um |
| Status | completed |
| Syn avg cell area | 9.504 sq um |
| Leakage power | 0.9205 nW |
| CORE AREA | 4115 sq um |
| Area growth syn-to-layout | 28.65% |
| Most numerous logic cell after layout | conb_1 |
| Top Ports | 139 |
| R2r worst-path depth | 3 |
| Chip width | 86 um |
| Hold_buf cts | 0 |
| WP buf/inv | 1 |
| Clock buffer depth | 2 |
| FF-to-FF Start | haddr[4] |
| Antenna diodes | 0 |
| R2r setup slk | 0.13 ns |
| H-tree levels | 1 |
| CP max stage delay | 0.39 ns |
| DRC Markers | 0 |
| Syn Inst Count | 136 |
| WL per Instance | 13.51 um |
| Synth warn | 9 |
| Layout cells sized above 1 | 19.79% |
| First-pass GRT wire length | 5064 um |
| Placed Instance Area | 1612 sq um |
| Comb area | 549.3 sq um |
| Tot GR Track Use | 8.000% |
| Crit path depth | 1 |
| Setup CP Type | register to output pin |
| Critical path cell sequence | buf_2 |
| OpenROAD warning count | 59 |
| Vias in the first global route | 1,074 |
| Clk root buf | clkbuf_8 |
| Slew Limit Fails | 0 |
| Initial antenna violation count | 0 |
| Worst-path maximum fanout | 3 |
| CTS sink count | 17 |
| Fmax | 1040 MHz |
| Iter 0 DRT Violations | 36 |
| Clock latency (worst-skew pair) | 0.24 ns |
| Filler cells | 403 |
| Cell Type Count | 13 |
| Vias/cell | 3.744 |
worst max path at each step:
stage,from,end
6_report,haddr[2],haddr[2]
5_1_grt,haddr[2],haddr[2]
4_1_cts,instruction[0],hwdata[0]
cell type report:
cell class / instances / share of cell area [%]
Tap cell: 50 / 3.762
Clock buffer: 4 / 2.709
Inverter: 9 / 2.032
Sequential cell: 17 / 25.58
Timing Repair Buffer: 60 / 32.88
Multi-Input combinational cell: 102 / 33.03
cell usage after synthesis:
master	instances	area share (%)
buf_1	1	0.29
buf_12	1	1.5
buf_2	1	0.39
buf_4	61	35
buf_6	3	2.6
conb_1	1	0.29
dfrtp_1	17	33
inv_1	9	2.6
mux2i_1	16	12
nand2_1	8	2.3
nand2b_1	2	0.97
o22ai_1	15	7.3
o22ai_2	1	0.97
per-stage QoR:
stage	TNS [ns]	utilization [%]	power, W	setup WS (ns)	std cells
finish	0	40.41	0.001650	0.03861	242
floorplan	0	-	0.001067	0.1804	195
global placement	-5.111	39.16	0.001184	-0.3288	232
detailed placement	-5.384	39.16	0.001187	-0.3509	232
global route	-0.005897	40.41	0.001768	-0.005897	242
CTS	0	39.92	0.001686	0.004797	242
cell families after synthesis:
group | synth area share [%]
DFF | 32.91
and+or+nand+nor | 3.291
other | 0.2901
buffers and inverters | 42.88
AOI/OAI and AO/OA | 8.228
muxes | 12.39
report_power, final:
part,total (W),switching (W),internal (W),leakage (nW)
Clock,0.000492,0.000210,0.000282,0.0228
Combinational,0.000406,0.000148,0.000259,0.671
Sequential,0.000752,0.0000212,0.000731,0.227
Total,0.00165,0.000379,0.00127,0.920
per-layer routing:
| layer | vias to the layer above | track usage (%) | share of wire (%) |
|---|---|---|---|
| li1 | 434 | - | - |
| met1 | 419 | 9.702 | 40 |
| met2 | 51 | 13.93 | 52 |
| met3 | 2 | 2.193 | 7.5 |
| met4 | 0 | 1.347 | 1.1 |
| met5 | - | 0 | 0 |
state kept, by name, summed over array words and instances, names as in the netlist:
signal	flops
haddr	8
hwdata	8
hwrite	1
what timing repair did:
action / 4_1_cts / 5_1_grt
resized: 56 / 5
setup endpoints to repair: 33 / 13
setup buffers: 5 / 0
gates cloned: 1 / 0
Power and IR drop assume default switching activity.
