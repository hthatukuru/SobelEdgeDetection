<file path="/design/flow/run.sh">
#!/bin/bash
# OpenROAD 26Q1-2900-gdf79404cd8, Yosys 0.63+post, stock flow scripts
make -C /OpenROAD-flow-scripts/flow DESIGN_CONFIG=/design/flow/config.mk WORK_HOME=/design/flow/orfs finish
</file>
<file path="/design/flow/design.v">
module controller (
input wire clk, n_rst, start, move_done, all_done, write_done, read_done, shift_done, calculation_done, load_done, read_data_done, h_done, v_done,
output reg start_write, start_move, start_shift, start_read, start_calculation, load_initial, start_i_read, start_t_grad, start_9_read
);
typedef enum bit [5:0] {IDLE, LOAD_PARAM, R_PIXEL1, R_PIXEL2, R_PIXEL3, R_PIXEL4,R_PIXEL5,R_PIXEL6, R_PIXEL7, R_PIXEL8, R_PIXEL9, L_PIXEL1, L_PIXEL2, L_PIXEL3, L_PIXEL4, L_PIXEL5, L_PIXEL6, L_PIXEL7, L_PIXEL8, L_PIXEL9, GRADIENT, T_GRADIENT, CHECK_EDGE, WRITE, SHIFT_P1 , CHECK_PIXEL, READ_P1, READ_P2, READ_P3, LOAD_P1, LOAD_P2, LOAD_P3, IMAGE_DONE} stateType;	 
stateType state;
stateType next_state;
always_ff @ (negedge n_rst, posedge clk)
begin : REG_LOGIC
    if (n_rst == 0)
    begin
        state<=IDLE;
    end
    else
    begin
        state<=next_state;
    end
end
always_comb
begin : NEXT_STATE_LOGIC
  next_state = state;
  case (state)
    IDLE:
    begin
        if (start == 1)
            next_state = LOAD_PARAM;
	else
            next_state = IDLE;
    end
    LOAD_PARAM: 
    begin
	if (load_done == 1)
       		next_state = R_PIXEL1;  
	else if (all_done == 1)
		next_state = IMAGE_DONE;
	else
		next_state = LOAD_PARAM;
    end
    R_PIXEL1:
        begin
		if (read_data_done == 1)
           		next_state = L_PIXEL1; 
		else 
			next_state = R_PIXEL1;
        end
     L_PIXEL1:
        begin
		if (read_done == 1)
           		next_state = R_PIXEL2; 
		else
			next_state = L_PIXEL1;
        end
     R_PIXEL2:
        begin
		if (read_data_done == 1)
           		next_state = L_PIXEL2; 
		else 
			next_state = R_PIXEL2;
        end
     L_PIXEL2:
        begin
		if (read_done == 1)
           		next_state = R_PIXEL3; 
		else
			next_state = L_PIXEL2;
        end
    R_PIXEL3:
        begin
		if (read_data_done == 1)
           		next_state = L_PIXEL3; 
		else 
			next_state = R_PIXEL3;
        end
     L_PIXEL3:
        begin
		if (read_done == 1)
           		next_state = R_PIXEL4; 
		else
			next_state = L_PIXEL3;
        end
R_PIXEL4:
        begin
		if (read_data_done == 1)
           		next_state = L_PIXEL4; 
		else 
			next_state = R_PIXEL4;
        end
     L_PIXEL4:
        begin
		if (read_done == 1)
           		next_state = R_PIXEL5; 
		else
			next_state = L_PIXEL4;
        end
R_PIXEL5:
        begin
		if (read_data_done == 1)
           		next_state = L_PIXEL5; 
		else 
			next_state = R_PIXEL5;
        end
     L_PIXEL5:
        begin
		if (read_done == 1)
           		next_state = R_PIXEL6; 
		else
			next_state = L_PIXEL5;
        end
R_PIXEL6:
        begin
		if (read_data_done == 1)
           		next_state = L_PIXEL6; 
		else 
			next_state = R_PIXEL6;
        end
     L_PIXEL6:
        begin
		if (read_done == 1)
           		next_state = R_PIXEL7; 
		else
			next_state = L_PIXEL6;
        end
R_PIXEL7:
        begin
		if (read_data_done == 1)
           		next_state = L_PIXEL7; 
		else 
			next_state = R_PIXEL7;
        end
     L_PIXEL7:
        begin
		if (read_done == 1)
           		next_state = R_PIXEL8; 
		else
			next_state = L_PIXEL7;
        end
	R_PIXEL8:
        begin
		if (read_data_done == 1)
           		next_state = L_PIXEL8; 
		else 
			next_state = R_PIXEL8;
        end
     L_PIXEL8:
        begin
		if (read_done == 1)
           		next_state = R_PIXEL9; 
		else
			next_state = L_PIXEL8;
        end
	R_PIXEL9:
        begin
		if (read_data_done == 1)
           		next_state = L_PIXEL9; 
		else 
			next_state = R_PIXEL9;
        end
      L_PIXEL9:
        begin
	   if (read_done == 1)
           	next_state = GRADIENT; 
	   else if (all_done == 1)
		next_state = IMAGE_DONE;
	   else
		next_state = L_PIXEL9;
        end
      GRADIENT:
          begin
	       if (v_done == 1 && h_done == 1)	
               		next_state = T_GRADIENT;
		else 
			next_state = GRADIENT; 
          end
      T_GRADIENT:
          begin
	      if (calculation_done == 1)
              	next_state = WRITE;
	      else
		next_state = T_GRADIENT;
          end
      WRITE:
          begin
		if (write_done == 1)
              		next_state = CHECK_PIXEL;
		else 
			next_state = WRITE;
          end
      CHECK_PIXEL:
          begin
              if (move_done == 1)
                next_state = SHIFT_P1;
              else if (all_done == 1)
                next_state = IMAGE_DONE;	
	      else
		next_state = CHECK_PIXEL;
          end
	SHIFT_P1:
	begin
	      if (all_done == 0 && shift_done == 1)
		 next_state = READ_P1;
 	      else if (all_done == 1)
		 next_state = IMAGE_DONE;
	      else
		 next_state = SHIFT_P1;
	end
      READ_P1:
          begin
		if (all_done == 0 && read_data_done == 1)
             		next_state = LOAD_P1;
		else if (all_done == 1)
			next_state = IMAGE_DONE;
		else
			next_state = READ_P1;
          end
      LOAD_P1:
	begin
		if (read_done == 1)
			next_state = READ_P2;
		else if (all_done == 1)
			next_state = IMAGE_DONE;
		else
			next_state = LOAD_P1;
	end
	READ_P2:
          begin
		if (all_done == 0 && read_data_done == 1)
             		next_state = LOAD_P2;
		else if (all_done == 1)
			next_state = IMAGE_DONE;
		else
			next_state = READ_P2;
          end
      LOAD_P2:
	begin
		if (read_done == 1)
			next_state = READ_P3;
		else if (all_done == 1)
			next_state = IMAGE_DONE;
		else
			next_state = LOAD_P2;
	end
      READ_P3:
            begin
                if (all_done == 0 && read_data_done == 1)
             		next_state = LOAD_P3;
		else if (all_done == 1)
			next_state = IMAGE_DONE;
		else
			next_state = READ_P3;
	    end
	LOAD_P3:
	begin
		if (read_done == 1 && all_done == 0)
			next_state = GRADIENT;
		else if (all_done == 1)
			next_state = IMAGE_DONE;
		else
			next_state = LOAD_P3;
	end
      IMAGE_DONE:
          begin
                next_state = IDLE; 
          end
      default:
	begin
		next_state = IDLE; 
	end
  endcase
end
always@ (state)
begin 
  case (state)
    IDLE:
    begin
        start_write = 0;
        start_move = 0;
        start_shift = 0; 
        start_read = 0; 
        start_calculation = 0;
	load_initial = 0;
	start_i_read = 0;
	start_t_grad = 0;
	start_9_read = 0;
    end
    LOAD_PARAM: 
    begin
        start_write = 0;
        start_move = 0;
        start_shift = 0; 
        start_read = 0; 
        start_calculation = 0;
	load_initial = 1;
	start_i_read = 0;
		start_t_grad = 0;
		load_initial = 0;
		start_9_read = 0;
    end
    R_PIXEL1:
        begin
        start_write = 0;
        start_move = 0;
        start_shift = 0; 
        start_read = 0; 
        start_calculation = 0;
	start_i_read = 0;
	load_initial = 0;
	start_9_read = 1;
		start_t_grad = 0;
        end
     L_PIXEL1:
        begin
        start_write = 0;
        start_move = 0;
        start_shift = 0; 
        start_read = 1; 
        start_calculation = 0;
	start_i_read = 0;
	load_initial = 0;
	start_9_read = 0;
		start_t_grad = 0;
        end
R_PIXEL2:
        begin
        start_write = 0;
        start_move = 0;
        start_shift = 0; 
        start_read = 0; 
        start_calculation = 0;
	start_i_read = 0;
	load_initial = 0;
	start_9_read = 1;
		start_t_grad = 0;
        end
     L_PIXEL2:
        begin
        start_write = 0;
        start_move = 0;
        start_shift = 0; 
        start_read = 1; 
        start_calculation = 0;
	start_i_read = 0;
	load_initial = 0;
	start_9_read = 0;
		start_t_grad = 0;
        end
R_PIXEL3:
        begin
        start_write = 0;
        start_move = 0;
        start_shift = 0; 
        start_read = 0; 
        start_calculation = 0;
	start_i_read = 0;
	load_initial = 0;
	start_9_read = 1;
		start_t_grad = 0;
        end
     L_PIXEL3:
        begin
        start_write = 0;
        start_move = 0;
        start_shift = 0; 
        start_read = 1; 
        start_calculation = 0;
	start_i_read = 0;
	load_initial = 0;
	start_9_read = 0;
		start_t_grad = 0;
        end
R_PIXEL4:
        begin
        start_write = 0;
        start_move = 0;
        start_shift = 0; 
        start_read = 0; 
        start_calculation = 0;
	start_i_read = 0;
	load_initial = 0;
	start_9_read = 1;
		start_t_grad = 0;
        end
     L_PIXEL4:
        begin
        start_write = 0;
        start_move = 0;
        start_shift = 0; 
        start_read = 1; 
        start_calculation = 0;
	start_i_read = 0;
	load_initial = 0;
	start_9_read = 0;
		start_t_grad = 0;
        end
R_PIXEL5:
        begin
        start_write = 0;
        start_move = 0;
        start_shift = 0; 
        start_read = 0; 
        start_calculation = 0;
	start_i_read = 0;
	load_initial = 0;
	start_9_read = 1;
		start_t_grad = 0;
        end
     L_PIXEL5:
        begin
        start_write = 0;
        start_move = 0;
        start_shift = 0; 
        start_read = 1; 
        start_calculation = 0;
	start_i_read = 0;
	load_initial = 0;
	start_9_read = 0;
		start_t_grad = 0;
        end
R_PIXEL6:
        begin
        start_write = 0;
        start_move = 0;
        start_shift = 0; 
        start_read = 0; 
        start_calculation = 0;
	start_i_read = 0;
	load_initial = 0;
	start_9_read = 1;
		start_t_grad = 0;
        end
     L_PIXEL6:
        begin
        start_write = 0;
        start_move = 0;
        start_shift = 0; 
        start_read = 1; 
        start_calculation = 0;
	start_i_read = 0;
	load_initial = 0;
	start_9_read = 0;
		start_t_grad = 0;
        end
R_PIXEL7:
        begin
        start_write = 0;
        start_move = 0;
        start_shift = 0; 
        start_read = 0; 
        start_calculation = 0;
	start_i_read = 0;
	load_initial = 0;
	start_9_read = 1;
		start_t_grad = 0;
        end
     L_PIXEL7:
        begin
        start_write = 0;
        start_move = 0;
        start_shift = 0; 
        start_read = 1; 
        start_calculation = 0;
	start_i_read = 0;
	load_initial = 0;
	start_9_read = 0;
		start_t_grad = 0;
        end
R_PIXEL8:
        begin
        start_write = 0;
        start_move = 0;
        start_shift = 0; 
        start_read = 0; 
        start_calculation = 0;
	start_i_read = 0;
	load_initial = 0;
	start_9_read = 1;
		start_t_grad = 0;
        end
     L_PIXEL8:
        begin
        start_write = 0;
        start_move = 0;
        start_shift = 0; 
        start_read = 1; 
        start_calculation = 0;
	start_i_read = 0;
	load_initial = 0;
	start_9_read = 0;
		start_t_grad = 0;
        end
R_PIXEL9:
        begin
        start_write = 0;
        start_move = 0;
        start_shift = 0; 
        start_read = 0; 
        start_calculation = 0;
	start_i_read = 0;
	load_initial = 0;
	start_9_read = 1;
		start_t_grad = 0;
        end
     L_PIXEL9:
        begin
        start_write = 0;
        start_move = 0;
        start_shift = 0; 
        start_read = 1; 
        start_calculation = 0;
	start_i_read = 0;
	load_initial = 0;
	start_9_read = 0;
		start_t_grad = 0;
        end
      GRADIENT:
          begin
          start_write = 0;
          start_move = 0;
          start_shift = 0; 
          start_read = 0; 
          start_calculation = 1;
	  start_t_grad = 0;
	  start_i_read = 0;
	  load_initial = 0;
		start_9_read = 0;
          end
      T_GRADIENT:
          begin
          start_write = 0;
          start_move = 0;
          start_shift = 0; 
          start_read = 0; 
          start_calculation = 0;
	  start_t_grad = 1;
	  start_i_read = 0;
	  load_initial = 0;
		start_9_read = 0;
          end
      WRITE:
          begin
          start_write = 1;
          start_move = 0;
          start_shift = 0; 
          start_read = 0; 
          start_calculation = 0;
	  start_t_grad = 0;
	  start_i_read = 0;
	  load_initial = 0;
		start_9_read = 0;
          end
      CHECK_PIXEL:
          begin
          start_write = 0;
          start_move = 1;
          start_shift = 0; 
          start_read = 0; 
          start_calculation = 0;
	  start_t_grad = 0;
	  start_i_read = 0;
	  load_initial = 0;
		start_9_read = 0;
          end
      SHIFT_P1:
 	  begin
	  start_write = 0;
          start_move = 0;
          start_shift = 1; 
          start_read = 0; 
          start_calculation = 0;
	  start_t_grad = 0;
	  start_i_read = 0;
	  load_initial = 0;
		start_9_read = 0;
	  end
      READ_P1:
          begin
          start_write = 0;
          start_move = 0;
          start_shift = 0; 
          start_read = 0; 
          start_calculation = 0;	
	  start_i_read = 1;
		start_9_read = 0;
		load_initial = 0;
		start_t_grad = 0;
          end
	LOAD_P1:
	begin
	  start_write = 0;
          start_move = 0;
          start_shift = 0; 
          start_read = 1; 
          start_calculation = 0;	
	  start_i_read = 0;
		start_9_read = 0;
		load_initial = 0;
		start_t_grad = 0;
	end
	 READ_P2:
          begin
          start_write = 0;
          start_move = 0;
          start_shift = 0; 
          start_read = 0; 
          start_calculation = 0;	
	  start_i_read = 1;
		start_9_read = 0;
		load_initial = 0;
		start_t_grad = 0;
          end
	LOAD_P2:
	begin
	  start_write = 0;
          start_move = 0;
          start_shift = 0; 
          start_read = 1; 
          start_calculation = 0;	
	  start_i_read = 0;
		start_9_read = 0;
		load_initial = 0;
		start_t_grad = 0;
	end
	 READ_P3:
          begin
          start_write = 0;
          start_move = 0;
          start_shift = 0; 
          start_read = 0; 
          start_calculation = 0;	
	  start_i_read = 1;
		start_9_read = 0;
		load_initial = 0;
		start_t_grad = 0;
          end
	LOAD_P3:
	begin
	  start_write = 0;
          start_move = 0;
          start_shift = 0; 
          start_read = 1; 
          start_calculation = 0;	
	  start_i_read = 0;
		start_9_read = 0;
		load_initial = 0;
		start_t_grad = 0;
	end
      IMAGE_DONE:
          begin
            start_write = 0;
            start_move = 0;
            start_shift = 0; 
            start_read = 0; 
            start_calculation = 0;
	    start_t_grad = 0;
	    start_i_read = 0;
		start_9_read = 0;
	    load_initial = 0;
          end
       default:
	begin
	    start_write = 0;
            start_move = 0;
            start_shift = 0; 
            start_read = 0; 
            start_calculation = 0;
	    start_t_grad = 0;
	    start_i_read = 0;
	    start_9_read = 0;
	    load_initial = 0;
	end
  endcase
end
endmodule
</file>
<file path="/design/flow/config.mk">
export PLATFORM = sky130hd
export DESIGN_NAME = controller
export DESIGN_NICKNAME = controller
export VERILOG_FILES = /design/flow/design.v
export SDC_FILE = /design/flow/constraint.sdc
export NUM_CORES = 4
export LEC_CHECK = 1
export CORE_AREA = 10 10 93 93
export DIE_AREA = 0 0 103 103
</file>
<file path="/design/flow/constraint.sdc">
current_design controller

set clk_period 4.1
set clk_io_pct 0.2

create_clock -name clk0 -period $clk_period [get_ports {clk}]

set non_clock_inputs [all_inputs -no_clocks]
set_input_delay [expr $clk_period * $clk_io_pct] -clock clk0 $non_clock_inputs
set_output_delay [expr $clk_period * $clk_io_pct] -clock clk0 [all_outputs]
</file>
==> results_dict.tcl <==
# place-and-route summary
set metrics [dict create \
    min_period_over_period 0.742 \
    final-max-slew-violation-count 0 \
    fp.coreArea_sq_mm 0.00676 \
    clock_insertion_delay_worst_skew_ns 0.22 \
    maxSlewHeadroom 0.426 \
    placed_cells 264 \
    layout_min_cycle_time_ns 3.04 \
    yosysChipArea_sq_mm 0.00117 \
    cp.arrival_ns 2.22 \
    firstDrtPassIters 5 \
    placement.cell_area_sq_mm 0.00139 \
    grt_pass1_vias 1389 \
    crit_path_cell_trace "buf_4 -> nor2b_1 -> a21oi_1 -> nor3_1 -> clkdlybuf4s50_1" \
    die_y_um 103 \
    routabilityCongestion 0.955 \
    clock_tree_from_tritoncts "built" \
    synthTopLogicFamily "simple AND/OR/NAND/NOR gates" \
    finish.cell_count_without_fillers 267 \
    met2RoutedLength_um 1870 \
    drive_gt1_frac 0.0535 \
    startpoint_type "flip-flop" \
    leakage_nw 0.502 \
    crit_slowest_cell "dfrtp_1" \
    numCtsBuffers 3 \
    htree_num_levels 1 \
    ys_top_cells_by_count "nand2_1, nor2_1, a21oi_1, buf_2, o21ai_0" \
    number_of_gates_resized_after_cts 0 \
    routed_via_density 5.58 \
    route.met3.wl_um 490 \
    xor_area_frac 0.00748 \
    post_detailed_route_wirelength_per_cell_um 15.8 \
    finalClockSkew_ns 0.0000840 \
    fmaxAchievable_mhz 329 \
    instance_tally_after_logic_synthesis 181 \
    run_status "completed" \
    top_cells_by_area "dfrtp_1, nand2_1, nor2_1" \
    grt_first_pass_wirelength_um 6920 \
    final_hold_viol_count 0 \
    setup-tns-final_ns 0 \
    power.share.combinational 0.691 \
    chip_area_sq_mm 0.0106 \
    yosysCellCount 181 \
    synth_area_per_cell_sq_um 6.47 \
    worst_path_largest_cell_delay_ns 0.64 \
    synthDominantCellAreaShare 0.128 \
    post_synth_adder_cell_area 0 \
    cp_num_buf_inv 2 \
    std_cell_rows 30 \
    simple_gate_share 0.394 \
    synth.ff_latch_count 6 \
    setup.worst_path.class "reg2out" \
    grt_max_degree 29 \
    cell_taking_the_most_area_after_synthesis "dfrtp_1" \
    holdBufCountCts 0 \
    intPower_uw 411 \
    largest_register "state" \
    syn_to_final_growth_pct 21.8 \
    met1Wirelength_um 1720 \
    fin_total_pwr_uw 917 \
    port_buffers 20 \
    clock_sink_count 6 \
    number_of_antenna_violations_at_the_first_check_in_global_routing 0 \
    netSwitchingPower_uw 506 \
    setup_viol 0 \
    clk_path_buf_depth 2 \
    floorplanUtilization 0.173 \
    reg_top3 "state (6)" \
    kind_of_cell_with_the_highest_combined_delay_on_the_critical_path "buffers and inverters" \
    yosysWarningCount 1 \
    drt_iter0_markers 474 \
    rsz0062_at_grt "false" \
    power.share.sequential 0.217 \
    critPathMaxFanout 16 \
    setup_ws_ns 1.06 \
    finish.utilization 0.211 \
    synth_seq_share 0.128 \
    critical_path.endpoint_type "output pin" \
    cts_root_buf "clkbuf_8" \
    post_synth_mux_area_share 0.0171 \
    worst-endpoint-required_ns 3.28 \
    clock_group_share_of_total_power 0.092 \
    number_of_antenna_violating_nets_in_the_routed_design 0 \
    tally_of_openroad_warnings 25 \
    netlist_area_sq_mm 0.00117 \
    power-per-cell-area_mw_per_mm2 643 \
    ys_async_sr_fraction 1.00 \
    route.vias.total 1490 \
    max-cap-violations 0 \
    aoi_share 0.328 \
    chipWidth_um 103 \
    finalInstanceArea_sq_mm 0.00143 \
    globalRouteOverflowTotal 0 \
    slew_worst_pin_ns 0.860 \
    post-cts-setup-buffer-count 0 \
    dp_hpwl_um 3000 \
    ff_type "dfrtp_1" \
    grtUsageTotal 0.0794 \
    p_sw_frac 0.552 \
    cts.reportedPaths.clkPinSlew_ns 0.03 \
    min_path_type "in2async" \
    whs_ns 0.845 \
    enable_flop_cells 0 \
    design.portCount 22 \
    irDropWorstVdd_mv 0.141 \
    critical_path.reg2reg.startpoint "state[2]" \
    drc 0 \
    maxUsedRoutingLayer "met4" \
    startpoint "state[1]" \
    largest_register_ff_count 6 \
    routed_wirelength_um 4220 \
    placement.setup.worst_slack_ns 1.20 \
    synth_cell_type_count 53 \
    diodes 0 \
]
==> area by class of cell <==
cell class / count / area [sq um]
clock buffers: 3 / 41.3
repair buffers: 23 / 223
well taps: 80 / 100
fillers: 745 / 5330
inverters: 9 / 33.8
flip-flops and latches: 6 / 150
multi-input cells: 146 / 878
==> path summary, 6_finish.rpt <==
kind                       slack [ns]  cells past startpoint            to
min reg2reg                      0.85                      2      state[5]
min in group clk0                0.85                      2      state[5]
max                              1.06                      5  start_i_read
max in group asynchronous        3.04                      1      state[4]
max reg2reg                      1.59                      5      state[3]
min                              0.84                      1      state[2]
==> power groups by stage <==
| stage | logic (mW) | registers (mW) | clock network (mW) |
|---|---|---|---|
| CTS | 0.617 | 0.192 | 0.0854 |
| finish | 0.634 | 0.199 | 0.0841 |
| global route | 0.701 | 0.207 | 0.0887 |
==> per-layer routing <==
layer / vias up / global-route usage
met5: - / 0
met4: 0 / 0.0257
met3: 19 / 0.0183
met2: 124 / 0.124
met1: 670 / 0.105
li1: 677 / -
==> logic make-up (layout without fill, tap and decap cells) <==
logic type / Yosys count / in the layout
mux: 2 / 2
simple gates: 85 / 85
xor+xnor: 1 / 1
buf+inv: 29 / 35
compound gates: 57 / 57
other cells: 1 / 1
flops: 6 / 6
==> placed cells by master, fill, tap and decap left out, drive strengths merged, types with 3 or more instances in the layout <==
master | netlist | final
nand2b | 9 | 9
dfrtp | 6 | 6
nor3 | 6 | 6
o211ai | 3 | 3
o21ai | 12 | 12
a22oi | 3 | 3
clkdlybuf4s50 | 0 | 20
o32ai | 3 | 3
a31oi | 4 | 4
nand4 | 3 | 3
or4 | 3 | 3
buf | 17 | 3
nand2 | 18 | 18
nor2b | 4 | 4
a21oi | 12 | 12
clkbuf | 3 | 3
nor2 | 18 | 18
inv | 9 | 9
and3b | 3 | 3
nand3 | 7 | 7
Power figures rest on the tool's default switching activity, not on a simulated workload.
